**flow/design.v**
```verilog
module DFF(D,      
           Q,      
			  Write,  
			  Reset,  
			  Clk);   
	input D;
	input Write;
	input Reset;
	input Clk;
	output Q;
	reg data;
	assign Q= data;
	always @ (posedge Clk)
	if (Reset) begin
		data <= 1'b0;
	end  else begin
		if(Write)
			data <= D; 
	end
endmodule
module nbit_demux(DeMuxIn,    
                  DeMuxOut,   
						DeMuxSel);  
parameter SELECT_WIDTH = 3;
input  DeMuxIn;
input  [SELECT_WIDTH-1:0] DeMuxSel;
output [2 ** SELECT_WIDTH-1:0] DeMuxOut;
wire [2 ** SELECT_WIDTH-1:0] select;
generate
	genvar i;  
	assign select[2 ** SELECT_WIDTH-1:0] = 2 ** DeMuxSel[SELECT_WIDTH-1:0];
	for(i= 0;i< 2 ** SELECT_WIDTH;i= i+1)
	begin:demux_loop
		assign DeMuxOut[i] = DeMuxIn & select[i];
	end	
endgenerate
endmodule
module nbit_mux(MuxIn,    
                MuxOut,   
					 MuxSel);  
parameter SELECT_WIDTH = 3;
input  [2 ** SELECT_WIDTH-1:0] MuxIn;
input  [SELECT_WIDTH-1:0] MuxSel;
output MuxOut;
assign MuxOut = MuxIn[MuxSel];
endmodule
module nbit_register_file(WriteData,    
                          ReadData1,    
                          ReadData2,    
                          ReadSelect1,  
                          ReadSelect2,  
                          WriteSelect,  
                          WriteEnable,  
                          Reset,        
                          Clk);         
parameter REG_SELECT_WIDTH = 5;
parameter DATA_WIDTH = 32;
input [DATA_WIDTH-1:0]       WriteData;
input [REG_SELECT_WIDTH-1:0] ReadSelect1;
input [REG_SELECT_WIDTH-1:0] ReadSelect2;
input [REG_SELECT_WIDTH-1:0] WriteSelect;
input WriteEnable;
input Reset;
input Clk;
output [DATA_WIDTH-1:0] ReadData1;
output [DATA_WIDTH-1:0] ReadData2;
wire [2 ** REG_SELECT_WIDTH-1:0] w_reg_to_outmux [DATA_WIDTH-1:0];
wire [2 ** REG_SELECT_WIDTH-1:0] w_write_select;
generate
	genvar k;  
	for(k= 0;k< DATA_WIDTH;k= k+1)
	begin:mux_loop
		nbit_mux #(REG_SELECT_WIDTH) nbitmuxes1 (w_reg_to_outmux[k], ReadData1[k], ReadSelect1);
		nbit_mux #(REG_SELECT_WIDTH) nbitmuxes2 (w_reg_to_outmux[k], ReadData2[k], ReadSelect2);
	end
endgenerate
nbit_demux #(REG_SELECT_WIDTH) writeselect (WriteEnable, w_write_select, WriteSelect);
generate
	genvar i,j;  
	for(i= 0;i< DATA_WIDTH;i= i+1)
	begin:reg_loop1
		 for(j= 0;j< 2 ** REG_SELECT_WIDTH;j= j+1)
		 begin:reg_loop2
			 DFF DFFS (WriteData[i],w_reg_to_outmux[i][j],w_write_select[j],Reset,Clk);
		 end
	end
endgenerate
endmodule
```
**flow/run.sh**
```bash
#!/bin/bash
# OpenROAD 26Q1-2900-gdf79404cd8, Yosys 0.63+post, stock flow scripts
make -C /OpenROAD-flow-scripts/flow DESIGN_CONFIG=/design/flow/config.mk WORK_HOME=/design/flow/orfs finish
```
**flow/config.mk**
```make
export PLATFORM = sky130hd
export DESIGN_NAME = nbit_register_file
export DESIGN_NICKNAME = nbit_register_file
export VERILOG_FILES = /design/flow/design.v
export SDC_FILE = /design/flow/constraint.sdc
export NUM_CORES = 4
export LEC_CHECK = 1
export CORE_UTILIZATION = 30
```
**flow/constraint.sdc**
```tcl
current_design nbit_register_file

set clk_period 6.2
set clk_io_pct 0.2

create_clock -name clk0 -period $clk_period [get_ports {Clk}]

set non_clock_inputs [all_inputs -no_clocks]
set_input_delay [expr $clk_period * $clk_io_pct] -clock clk0 $non_clock_inputs
set_output_delay [expr $clk_period * $clk_io_pct] -clock clk0 [all_outputs]
```
==> Changelog: implementation <==
## Implementation

- Critical path's largest stage delay: slightly above 0.6 ns
- Slew Viols, Final: 0
- Port bufs: roughly 110
- Syn. warnings: 2
- Die X: 424.6 um
- Slew HR: 34.66%
- Largest registers: reg_loop1.reg_loop2.DFFS.data x1024
- Largest Register: reg_loop1.reg_loop2.DFFS.data
- Max FFs per register: about 1000
- Log Warnings: 38
- Total Routing Usage GR: between 20% and 30%
- Tot Pwr: roughly 15000 uW
- #FFs+latches synth: 1024
- CORE AREA: 176700 sq um
- Worst-margin pin slew: between 0.9 and 1 ns
- Synth cell types: 31
- DRT Pass-1 Iters: 8
- # hold bufs at CTS: 0
- H-Tree Depth: 3
- Setup-failing EPs final: 0
- Vias in the first global route: 48170
- PostCTS Resize Cnt: 0
- Initial antenna violation count: 9
- Boundary Pins: ~110
- Final critical-path required period: between 5 and 6 ns
- First-pass GRT wire length: 321900 um
- Vias: a little over 50000
- Hold Crit Class: register to register
- Synth Seq Share: 38.26%
- Cell row count: 154
- Syn avg cell area: between 7 and 8 sq um
- Clk ins delay skew pair: 0.74 ns
- Static leakage: 0.02165 uW
- Worst setup EP type: primary output
- Final hold vios: 0
- Placer Congestion: roughly 0.95
- Share of post-route cells with drive strength above 1: approximately 7.2%
- Grt ovf: 0
- Area Overhead vs Synth: 13.22%
- # Post-CTS Setup Buffers: 0
- Drt drc: 0
- Synthesized area: 53580 sq um
- Critical path's slowest cell: clkdlybuf4s50_1
- Crit path cell chain: clkdlybuf4s50_1 > nor2b_4 > buf_12 > a22o_1 > nor3_1 > a31oi_1 > nand3_1 > clkdlybuf4s50_1
- Critical path arrival: 4.22 ns
- Kind of critical path: primary input to primary output
- Mapped Cells: 6978
- Worst Skew: 0 ns
- CTS tree: yes
- Critical Path Most Common Cell: clkdlybuf4s50_1
- Period utilization: 88.02%
- Longest Clk Path Bufs: 3
- Drt wl/cell: approximately 24 um
- Outcome: finished, final reports clean
- Inserted Clock Buffers: ~110
- # Cells Yosys: 6978
- Crit start category: primary input
- Drt total wl: ~220000 um
- Die Y: 424.6 um
- Critical-path maximum fanout: 39
- Largest net degree at the start of global routing: around 140
- RSZ-0062 raised after global routing: no
- Die area: 180300 sq um
- Clock sinks: 1024
- Max Cap Viol: 0
- Iter 0 DRT Violations: 5294
- Fmax: roughly 0.18 GHz
- Root buffer cell: clkbuf_16
- Post-DRT Antenna Nets: 0
- Pwr/cell area: 251.6 nW/um^2
- Worst-case vdd ir drop: 0.2304 mV
- Initial Util: between 30% and 40%
- Total negative slack: 0 ns
- Critical Path RT: a little under 5 ns
- Yosys stat area: 53580 sq um
- Post-DP HPWL: approximately 130000 um
- Vias per cell: 5.622
- Worst-path clk slew: 0.06 ns
==> critical path, delay by kind of cell <==
family	cells	cell delay, ns
compound gates	2	0.64
simple gates	3	0.85
buf+inv	3	1.43
==> layout make-up <==
type,count,area (sq um)
Clock buffer,165,3229
Clock inverter,41,568.0
Antenna cell,10,25.02
Fill cell,17790,116000
Sequential cell,1024,20500
Timing Repair Buffer,335,3438
Multi-Input combinational cell,5225,29980
Tap cell,2340,2928
==> placed cells by master (no fill, tap or decap), drive strengths merged, types with 2 or more instances in the layout <==
| cell | Yosys | layout |
|---|---|---|
| nor2b | 6 | 6 |
| nand3 | 192 | 192 |
| a22oi | 192 | 192 |
| dfxtp | 1024 | 1024 |
| or2 | 5 | 5 |
| nor4 | 5 | 5 |
| clkinvlp | 0 | 3 |
| mux2i | 1024 | 1024 |
| a22o | 128 | 128 |
| inv | 0 | 2 |
| clkdlybuf4s50 | 0 | 110 |
| nand2 | 2277 | 2277 |
| and2 | 4 | 4 |
| nor3 | 77 | 77 |
| nor2 | 24 | 24 |
| diode | 0 | 10 |
| nand2b | 9 | 9 |
| buf | 317 | 225 |
| a31oi | 64 | 64 |
| clkinv | 0 | 26 |
| clkbuf | 412 | 165 |
| bufinv | 0 | 10 |
| a21oi | 1216 | 1216 |
==> metal layers <==
metal  share of wire [%]  up-vias  routed length [um]  global-route usage, %
li1                    -    23280                   -                      -
met1                  37    24480               82690                  30.63
met2                  44     2888               96900                  36.69
met3                  11      740               25280                  8.011
met4                 7.6        0               16790                  14.65
met5                   0        -                   0                 0.2116
==> through the flow <==
step                instances  cell area (sq um)  setup WS (ns)  util, %  hold slack [ns]
finish                   9140              60670         0.7427    34.33           0.4684
global placement         8924              56840         0.8266    32.17           0.4537
detailed placement       8924              56840         0.8345    32.17           0.4589
global route             9136              60660         0.7177    34.33           0.4837
floorplan                6978              53580          2.420        -           0.4480
CTS                      9130              60640         0.8500    34.32           0.4666
==> worst paths after layout <==
check                                                                   startpoint                                                 end  slack [ns]  depth (start not counted)
worst max-delay path                                                ReadSelect2[2]                                        ReadData2[4]        0.74                          8
worst max register to register  reg_loop1[13].reg_loop2[24].DFFS.data$_SDFFE_PP0P_  reg_loop1[13].reg_loop2[24].DFFS.data$_SDFFE_PP0P_        5.49                          2
worst min-delay path             reg_loop1[10].reg_loop2[4].DFFS.data$_SDFFE_PP0P_   reg_loop1[10].reg_loop2[4].DFFS.data$_SDFFE_PP0P_        0.47                          2
worst min register to register   reg_loop1[10].reg_loop2[4].DFFS.data$_SDFFE_PP0P_   reg_loop1[10].reg_loop2[4].DFFS.data$_SDFFE_PP0P_        0.47                          2
==> synthesized netlist by cell type, drive strengths merged <==
library cell  instances  area [sq um]
a31oi                64         400.4
and2                  4         25.02
or3                   1         11.26
a22o                128          1121
nor4                  5         71.32
or2                   5         36.29
a22oi               192          1441
clkbuf              412          1546
nand2b                9         73.83
mux2i              1024         10250
nand3               192         960.9
dfxtp              1024         20500
nor3                 77         469.2
buf                 317          1878
nand4                 1         6.260
nor2                 24         112.6
a21oi              1216          6086
nor2b                 6         37.54
nand2              2277          8554
==> power breakdown <==
group	total, uW	internal, uW	leakage, uW	switching [uW]
logic	1630	563	0.0115	1060
clock network	6970	4020	0.00186	2950
registers	6670	6630	0.00825	37.6
total	15300	11200	0.0216	4050
==> cell families after synthesis <==
family | share of synthesized area, %
AND/OR/NAND/NOR | 19.33
flip-flops | 38.26
AND-OR/OR-AND | 16.89
buffers and inverters | 6.391
multiplexers | 19.13
Power figures rest on the tool's default switching activity, not on a simulated workload.
