$ cat /design/flow/run.sh
#!/bin/bash
# OpenROAD 26Q1-2900-gdf79404cd8, Yosys 0.63+post, stock flow scripts
make -C /OpenROAD-flow-scripts/flow DESIGN_CONFIG=/design/flow/config.mk WORK_HOME=/design/flow/orfs finish
$ cat /design/flow/config.mk
export PLATFORM = sky130hd
export DESIGN_NAME = DMEM
export DESIGN_NICKNAME = DMEM
export VERILOG_FILES = /design/flow/design.v
export SDC_FILE = /design/flow/constraint.sdc
export NUM_CORES = 4
export LEC_CHECK = 1
export CORE_UTILIZATION = 40
$ cat /design/flow/constraint.sdc
current_design DMEM

set clk_period 5.4
set clk_io_pct 0.2

create_clock -name clk0 -period $clk_period [get_ports {Clk}]

set non_clock_inputs [all_inputs -no_clocks]
set_input_delay [expr $clk_period * $clk_io_pct] -clock clk0 $non_clock_inputs
set_output_delay [expr $clk_period * $clk_io_pct] -clock clk0 [all_outputs]
$ cat /design/flow/design.v
module DMEM(WriteData,    
            MemData,      
            Address,      
            MemWrite,     
            Clk);         
parameter ADDRESS_WIDTH = 16;
parameter DATA_WIDTH = 32;
input [DATA_WIDTH-1:0]       WriteData;
input [ADDRESS_WIDTH-1:0]    Address;
input MemWrite;
input Clk;
output [DATA_WIDTH-1:0] MemData;
reg [DATA_WIDTH-1:0] mem_contents [ADDRESS_WIDTH-1:0];
integer i;
assign MemData= mem_contents[Address];
always @(posedge Clk)
begin
    if(MemWrite)
    begin
        mem_contents[Address]<= #5 WriteData;
    end
end
endmodule
==> impl_results.rst <==
Metrics
=======

.. list-table::
   :header-rows: 1

   * - Metric
     - Value
   * - Status
     - completed
   * - CP Class
     - primary input to primary output
   * - Core Rows
     - 79
   * - Final slew viol count
     - 0
   * - Remaining DRCs
     - 0
   * - Avg WL per Cell
     - 25.3 um
   * - Post-synth EDFFs
     - 512
   * - Antenna violations before repair
     - 4
   * - Netlist Area Pre-Place
     - 19200 um2
   * - Clock sink total
     - 512
   * - Largest net degree at the start of global routing
     - 59
   * - Largest area contributor in the synthesized netlist
     - edfxtp_1
   * - Post-synth top cells
     - 512 x edfxtp_1, 128 x mux4_2, 64 x a22oi_1
   * - Largest register by flop count
     - mem_contents
   * - Hold Path Sink
     - mem_contents[9][23]
   * - Final HPWL DP
     - 21.7 mm
   * - Parity-gate share of the synthesized area counting xor and xnor cells
     - 0%
   * - Share of synthesized area occupied by flip-flops and latches
     - 80.0%
   * - Flip-flop count of the largest register after layout
     - 512
   * - Tally of buffers added on design ports
     - 69
   * - Number of search-and-repair iterations in the first detailed-routing pass
     - 4
   * - Maximum net fanout on the critical path
     - 24
   * - Cell area power density
     - 372 nW/um2
   * - Instance count of the mapped netlist
     - 808
   * - Floorplan core density
     - 40.9%
   * - Aoi share
     - 2.50%
   * - Capturing element type of the critical path
     - primary output
   * - Type of the tightest min-delay check
     - primary input to flop
   * - Total of warnings raised by yosys
     - 1
   * - Final Cycle Share
     - 84.0%
   * - Overall Global Routing Usage
     - 18.6%
   * - Maximum operating frequency
     - 221 MHz
   * - Arrival time at the worst endpoint
     - 3450 ps
   * - Final count of negative-setup-slack endpoints
     - 0
   * - Ratio of routed vias to standard cells
     - 5.54
   * - Clock root buffer
     - clkbuf_16
   * - Post-CTS setup buffers
     - 0
   * - Share of final-layout standard cells stronger than drive strength 1
     - 26.7%
   * - Fraction of the mapped netlist area in simple logic gates
     - 1.31%
   * - Die Y
     - 221 um
   * - CP Data Required Time
     - 4320 ps
   * - Post-route core utilization
     - 48.1%
   * - Largest voltage drop on the vdd net
     - 0.238 mV
   * - Leading registers by flop count
     - mem_contents: 512 flops
   * - Remaining Overflow, GRT
     - 0
   * - Die span in x
     - 221 um
   * - Most frequent cell after synthesis
     - edfxtp_1
   * - Fillcell total
     - 3714
   * - Clock transition at the registers of the reported paths
     - 60 ps
   * - Synthesized flop and latch total
     - 512
   * - Vias in the first global route
     - 9736
   * - Worst setup margin
     - 867 ps
   * - Final WL
     - 39.8 mm
   * - Tally of OpenROAD warnings
     - 37
   * - RSZ-0062 raised after global routing
     - false
   * - Clock tree from TritonCTS
     - built
   * - Die Outline Area
     - 48900 um2
   * - GP Congestion
     - 0.753
   * - Chip Area, Yosys
     - 19200 um2
   * - Level count of the clock H-tree
     - 2
   * - Fin. Hold Viols
     - 0
   * - TNS Setup
     - 0 ps
   * - Post-CTS Hold Fix Bufs
     - 0
   * - Main logic family after synthesis
     - multiplexers
   * - Number of placed I/O pins
     - 82
   * - Share of flip-flops with an asynchronous set or reset after synthesis
     - 0%
   * - DR vias
     - 8698
   * - Count of cell types in the netlist
     - 16
   * - Post-synthesis area per instance
     - 23.8 um2
   * - Kind of launch point of the worst setup path
     - primary input
   * - Dominant register cell in the synthesized netlist
     - edfxtp_1
   * - Cells in synth_stat.txt
     - 808
   * - Cell area leaders
     - edfxtp_1 80%, mux4_2 15%, a22oi_1 2.5%
   * - Post-Place Worst Slack
     - 889 ps
   * - Core footprint
     - 47000 um2
   * - Post-route minimum period
     - 4530 ps
   * - Max-capacitance violation count
     - 0
   * - Hold Path Stages
     - 1
   * - Wire length of the first global-routing pass
     - 60.5 mm
   * - Mux share
     - 15.0%
   * - Startpoint of the worst hold path
     - WriteData[23]
   * - Transition time at the pin with the least slew margin
     - 717 ps
   * - Area overhead of the layout relative to synthesis
     - 17.5%
   * - Clock tree buffer depth
     - 3
   * - Post-detailed-route count of antenna-violating nets
     - 0
   * - Adder and majority cell fraction of the synthesized area
     - 0%
   * - Number of cells upsized or downsized after cts
     - 0
   * - Area share of the largest cell type after synthesis
     - 80.0%
   * - Leak pwr
     - 7.03 nW
   * - Clock buffer count from CTS
     - 52
   * - Worst slew slack as a fraction of its limit
     - 52.1%
   * - Detailed Route Iter0 Violations
     - 504
==> worst max-delay path, stage by stage <==
cell             delay (ps)
clkdlybuf4s50_1         690
nor2b_4                 390
buf_4                   460
a22oi_1                 180
nand2_1                 160
clkdlybuf4s50_1         470
==> cell families after synthesis <==
family          Yosys count
flops                   512
mux                     128
compound gates           64
simple gates             59
buf+inv                  45
==> cells in the final DEF, fill, tap and decap left out, drive strengths merged <==
master	Yosys	final
clkbuf	27	65
mux4	128	128
nor2	13	13
a22oi	64	64
clkinv	0	19
diode	0	2
nand2b	2	2
edfxtp	512	512
nand3	1	1
buf	18	35
nor2b	2	2
and2	1	1
clkinvlp	0	3
clkdlybuf4s50	0	67
inv	0	3
nand2	33	33
or3b	1	1
nor3	4	4
bufinv	0	5
nand3b	2	2
==> layout make-up <==
cell class	count	area (um2)	share of cell area, %
sequential	512	15400	68.1
multi-input combinational	251	3750	16.6
clock buffer	65	1370	6.07
timing repair buffer	102	1040	4.63
tap	607	759	3.36
clock inverter	30	280	1.24
antenna	2	5.00	0.0222
==> worst max path at each step <==
stage | cells after the start | end | slack [ps] | startpoint
final | 6 | MemData[0] | 870 | Address[2]
after global routing | 6 | MemData[30] | 720 | Address[3]
after CTS | 6 | MemData[0] | 880 | Address[2]
==> per-layer routing <==
layer | up-vias | routed length [um] | track usage, %
met5 | - | 127 | 1.76
li1 | 3709 | - | -
met3 | 62 | 6120 | 13.2
met2 | 529 | 18400 | 26.0
met4 | 8 | 715 | 3.09
met1 | 4390 | 14400 | 25.9
==> power by group <==
part           switching, mW  leakage, nW  internal (mW)
clock network           1.45        0.801           2.03
registers             0.0153         4.63           4.46
logic                  0.235         1.61          0.211
==> metrics by stage <==
step	std cells	hold WS [ps]	power [mW]	instance area (um2)
after global placement	1472	1990	5.00	20900
after global routing	1567	1450	8.69	22600
after floorplan	808	1180	4.78	19200
final	1569	1420	8.40	22600
after detailed placement	1472	2030	5.01	20900
after CTS	1567	1400	8.50	22600
No activity file was given, so power comes from the tool's default toggle rates.
