--- flow/run.sh ---
#!/bin/bash
# OpenROAD 26Q1-2900-gdf79404cd8, Yosys 0.63+post, stock flow scripts
make -C /OpenROAD-flow-scripts/flow DESIGN_CONFIG=/design/flow/config.mk WORK_HOME=/design/flow/orfs finish
--- flow/config.mk ---
export PLATFORM = sky130hd
export DESIGN_NAME = ADD_nbit
export DESIGN_NICKNAME = ADD_nbit
export VERILOG_FILES = /design/flow/design.v
export SDC_FILE = /design/flow/constraint.sdc
export NUM_CORES = 4
export LEC_CHECK = 1
export CORE_AREA = 10 10 114 114
export DIE_AREA = 0 0 124 124
--- flow/design.v ---
`timescale 1ns / 1ps
module ADD_nbit(c_out, sum, a, b, c_in);
parameter W = 32;  
input [W-1:0] a, b;
input c_in;
output [W-1:0] sum;
output c_out;
wire [W:0] carry;
assign carry[0] = c_in;
assign c_out = carry[W];
genvar i;
generate
	for(i = 0; i < W; i = i + 1)  
		begin: adder
			FA_str FA (carry[i+1], sum[i], a[i], b[i], carry[i]);
		end
endgenerate
endmodule
`timescale 1ns / 1ps
module FA_str(c_out, sum, a, b, c_in);
input		a, b, c_in;  
output	c_out, sum;  
wire		not_a, not_b, not_c;
wire		and1_out, and2_out, and3_out, and4_out;
wire		and5_out, and6_out, and7_out, and8_out;
not	   not1		(not_a, a);
not	   not2		(not_b, b);
not		not3		(not_c, c_in);
and	#0		and1		(and1_out, a, not_b, not_c);
and	#0		and2		(and2_out, not_a, b, not_c);
and	#0		and3		(and3_out, not_a, not_b, c_in);
and	#0		and4		(and4_out, a, b, c_in);
or		#0		or1		(sum, and1_out, and2_out, and3_out, and4_out);
and	#0		and5		(and5_out, a, b);
and	#0		and6		(and6_out, b, c_in);
and	#0		and7		(and7_out, a, c_in);
and	#0		and8		(and8_out, a, b, c_in);
or		#0		or2		(c_out, and5_out, and6_out, and7_out, and8_out);
endmodule
--- flow/constraint.sdc ---
current_design ADD_nbit

set clk_period 10.3
set clk_io_pct 0.2

create_clock -name clk0 -period $clk_period

set non_clock_inputs [all_inputs -no_clocks]
set_input_delay [expr $clk_period * $clk_io_pct] -clock clk0 $non_clock_inputs
set_output_delay [expr $clk_period * $clk_io_pct] -clock clk0 [all_outputs]
==> run notes <==
Flow results are below.

- Data on the critical path arrives at its endpoint at 13.44 ns.
- The number of hold violations in the final report is 0, for reference.
- The routed layout has 744 vias.
- The tightest min-delay check is of the in -> out type.
- Among all stages on the critical path, the largest delay is contributed by fa_2.
- The count of antenna-violating nets left after detailed routing is 0, for reference.
- The floorplan step records an initial core utilization of 8.77%.
- Counting tap cells, the placed design contains a total of 272 instances.
- The synthesis-to-finish area growth is 102%, for reference.
- For this sky-water flow run, the detailed-routed wirelength per cell is reported as 12.1 um.
- The number of buffers added to fix hold violations after cts is 0, for reference.
- After its last routability iteration, the placer logged a weighted congestion of 0.866.
- The slew check shows that the tightest pin keeps a relative margin of 91.4%.
- For this run the detailed placement stage logged an HPWL of 3260 um.
- Yosys mapped the design onto 5 distinct sky130hd cell types.
- After synthesis, flip-flops and latches occupy 0% of the total area.
- Summing over the stages, the warning tally comes to 35.
- Routing resource usage on met1 recorded by global route was 4.42%.
- The library cell appearing most often on the critical path is fa_2, for reference.
- The initial antenna violation count is 0, for reference.
- The post-route standard cell area excluding fillers is 1850 um2, for reference.
- Setup repair after global routing could not meet its margin everywhere.
- OpenROAD reports that the post-layout worst path occupies 150% of the period.
- In the final layout, the share of cells above drive strength 1 is 41.2%.
- Post-CTS timing repair inserted 0 buffers for setup.
- For this run, the total global-route usage over all layers was measured as 3.88%.
- The checks that failed: setup timing.
- The violation count after the first detailed-routing iteration is 8, for reference.
- The length of the first detailed-routing pass in iterations is 3, for reference.
- The height of the die is 124 um, for reference.
- For reference, the final report shows the max-slew violation count at 0.
- After detailed routing, the number of remaining DRC violations is 0.
- Per the Yosys statistics, synthesis produced 70 cells.
- The most critical hold endpoint after final layout shows a slack of 4.84 ns.
- A synthesized cell averages 13.0 um2.
- The register area is 0 um2, for reference.
- The post-layout worst setup margin is -5.20 ns, for reference.
- The total number of placement rows is 37, for reference.
- The die covers 15400 um2.
- The maximum net fanout on the critical path is 2, for reference.
- The required time at the worst endpoint is listed as 8.24 ns.
- The total detailed-routing wirelength is 3290 um, for reference.
- On met2, the global router reports a usage of 5.23%.
- The via count of the first global-routing pass is 922.
- The kind of cell adding the most delay to the critical path is adder cells, for reference.
- The logic depth of the worst path, buffers included is 36, for reference.
- The max-capacitance violation count is 0, for reference.
- The mapped netlist covers 913 um2.
- The stat command in Yosys gives a chip area of 913 um2.
- On the worst path, the slowest cell contributes a delay of 0.38 ns.
- Looking at the max-slew report, the worst-margin pin has a slew of 0.129 ns.
- The critical path start-end classification is in -> out, for reference.
- The placed instance area is 1920 um2, for reference.
- Dividing the detail-routed via count by the number of cells gives 2.74.
- STA classifies the critical path endpoint as a primary output.
- The flow ran to the end, but the final reports show violations.
- The final timing report counts setup violations totalling 17.
- The number of instances in the synthesized netlist is 70, for reference.
- In the layout the commonest cells are clkdlybuf4s50_1, fa_2, buf_2.
- Sequential cells placed in the final layout were counted as 0.
- The placement-stage worst setup slack is -6.11 ns, for reference.
- Across the VDD grid, the largest voltage drop is 17.6 uV.
- Entering global routing, the biggest net connects 3 pins.
- For this run, the number of standard cells in the final layout without fillers is 272.
- The Yosys warning count is 0, for reference.
- The core outline area is 10400 um2, for reference.
- The type of origin of the critical path is an input pin, for reference.
- Counting both buffers and inverters, the worst setup path holds a total of 4.
- The power density over cell area is 52.9 nW/um2, for reference.
- 98 I/O pins were placed.
- In this run the tool buffered the top-level ports with 98 buffer cells.
- The leakage power summed over all cells is 0.000643 uW, for reference.
- Timing would allow up to 64.5 MHz.
- Subtracting the final worst setup slack from the clock period gives 15.50 ns.
- The most frequent logic cell in the layout is clkdlybuf4s50_1, for reference.
- The sum of internal, switching and leakage power is 97.6 uW, for reference.
- The final antenna diode tally reported by the flow is 0.
- After layout, the clock buffer instance count stands at 0.
- According to the floorplan report, the die width is 124 um.
- On met3, the global router reports a usage of 4.18%.
- The global-route wire length before repair is 4740 um, for reference.
- After global routing the overflow that remains totals 0.
- The number of cells on the worst hold path is listed as 3.
- The most utilized layer in the global route result is met2, for reference.
Yosys cell counts:
master	count	area, um2
buf_4	32	240
fa_1	31	621
inv_1	5	18.8
maj3_1	1	10.0
xor3_1	1	23.8
repair_timing:
action	in CTS	in global routing
setup endpoints to repair	19	17
gates resized	76	1
pin swaps	0	0
worst min-delay path: stages:
cell and delay [ns]:
clkdlybuf4s50_1 0.44, xor3_1 0.19, buf_2 0.09
through the flow:
stage,util [%],TNS [ns]
after floorplan,-,-41.72
final,17.7,-48.62
after global routing,17.7,-51.91
after detailed placement,18.4,-64.93
after CTS,17.7,-49.27
after global placement,18.4,-64.17
report_power, final:
part           switching [uW]  internal (uW)
Sequential                  0              0
Clock                       0              0
Combinational            28.8           68.9
Total                    28.8           68.9
cells by family after synthesis:
family,Yosys count,synth area share [%]
buffers and inverters,37,28.4
adders and majority gates,32,69.0
xor gates and xnor gates,1,2.60
final timing paths:
check | start | to | slack, ns
max | a[0] | sum[31] | -5.20
min | a[31] | sum[31] | 4.84
layout make-up:
class,instances,area (um2)
repair buffers,98,906
multi-input cells,33,733
well taps,136,170
fillers,1171,8570
inverters,5,36.3
per-layer routing:
layer,wire (um),vias to the layer above,share of wire (%)
li1,-,307,-
met3,1100,0,34
met2,1000,98,30
met1,1190,339,36
met5,0,-,0
met4,0,0,0
No activity file was given, so power comes from the tool's default toggle rates.
